`design/flow/config.mk`:
```
export PLATFORM = sky130hd
export DESIGN_NAME = cyc_shift
export DESIGN_NICKNAME = cyc_shift
export VERILOG_FILES = /design/flow/design.v
export SDC_FILE = /design/flow/constraint.sdc
export NUM_CORES = 4
export LEC_CHECK = 1
export CORE_UTILIZATION = 50
```
`design/flow/constraint.sdc`:
```
current_design cyc_shift

set clk_period 24.3
set clk_io_pct 0.2

create_clock -name clk0 -period $clk_period

set non_clock_inputs [all_inputs -no_clocks]
set_input_delay [expr $clk_period * $clk_io_pct] -clock clk0 $non_clock_inputs
set_output_delay [expr $clk_period * $clk_io_pct] -clock clk0 [all_outputs]
```
`design/flow/design.v`:
```
module cyc_shift(shift, vtc, ctv, c ,v);
parameter data_w = 8;
parameter ext_w = 3;
parameter mtx_w = 8;
parameter D = 5;
localparam temp_w = data_w + ext_w;
input [mtx_w-1:0] shift;
input [data_w*D-1:0] ctv;
input [temp_w*D-1:0] vtc;
output [data_w*D-1:0] v;
output [temp_w*D-1:0] c;
wire [mtx_w-1:0] temp;
assign temp = shift; 
assign c = (shift == {mtx_w{1'b1}})?
    ( {D{1'b0,{(temp_w-1){1'b1}}}} ):
    ( {vtc, vtc} >> (temp*temp_w) );
assign v = (shift == {mtx_w{1'b1}})?
    ( {D*data_w{1'b0}} ):
    ( {ctv, ctv} >> ((D-temp)*data_w) );
endmodule 
```
`design/flow/run.sh`:
```
#!/bin/bash
# OpenROAD 26Q1-2900-gdf79404cd8, Yosys 0.63+post, stock flow scripts
make -C /OpenROAD-flow-scripts/flow DESIGN_CONFIG=/design/flow/config.mk WORK_HOME=/design/flow/orfs finish
```
==> summary.txt <==
Reports from this run.

- The sequential standard cell area is 0 um^2.
- The share of the core filled by cells before placement is 51.4%.
- Summed over all nets, wire length on met2 after detailed routing comes to 13.3 mm.
- The mean post-synth cell area is 7.65 um^2.
- The total of buffers placed on input and output ports is 198.
- The instance count of the mapped netlist reads 1,075.
- Global routing used 38.4% of the available tracks.
- Detailed-route iteration 0 reported a violation count of 1,110.
- The standard-cell row count reads 46.
- The final hold violation count reads 0.
- The number of setup buffers added after CTS is 0.
- The number of library cell types mapped by synthesis reads 75.
- The area added between synthesis and finish reads 23.5%.
- In the final routing, the length of wire on met1 measures 13.2 mm.
- The part of the cycle the worst path needs reads 64.2%.
- Setup repair after global routing left no endpoint under its margin.
- The largest area contributor in the netlist is sky130_fd_sc_hd__mux2i_1.
- After routing, the total negative slack on setup checks comes to 0 ps.
- The leakage power figure reads 0.00373 uW.
- Per the detail_route report, DRC violations left total 0.
- The die covers 17,000 um^2.
- For reference, the final report shows the max-slew violation count at 0.
- The number of inserted diodes reads 0.
- The data arrival time of the critical path reads 10,730 ps.
- The routed design uses 4.34 mm of met3 wire.
- The portion of the post-synthesis area used by sequential elements is 0%.
- The number of non-filler instances in the completed layout reads 1,401.
- The area of the mapped netlist reads 8230 um^2.
- The weighted congestion reported at the end of routability-driven placement is 1.01.
- Across all checked pins, the minimum headroom to the slew limit is 28.7%.
- The highest clock rate this design can be run at is 0.0641 GHz.
- The report lists the power per cell area as 70.9 nW/um^2.
- The combinational gate area reads 7640 um^2.
- The detailed router used layers up to and including met4.
- The total cells reported by yosys after synthesis reads 1,075.
- The number of antenna violations at the first check in global routing is 0.
- The number of logged tool warnings is 33.
- After clock tree synthesis, the repair step resized 0 gates.
- The fill cell instance count of the final layout reads 1,448.
- The post-detailed-route count of antenna-violating nets reads 0.
- The area share of the largest cell type after synthesis reads 13.1%.
- The flow ran to the end, and the final reports show no timing, DRC or antenna violations.
- Before antenna repair, the detailed router went through 6 iterations.
- The sequential cell count of the final layout reads 0.
- The count of max-cap constraint violations is 0.
- The mean routed wirelength per cell is 22.8 um.
- The analysis reports a worst IR drop on VDD of 135 uV.
- The post-route netlist has 14.0% of its cells at a drive strength greater than 1.
- The width of the die reads 130 um.
- Per the GRT congestion report, total overflow comes to 0.
- The largest net degree at the start of global routing reads 89.
- At the pin with the least slew margin, the transition time is 1070 ps.
- STA puts the critical path data required time at 19,440 ps.
- The element type at the critical path start is an input pin.
- The I/O pin count is 198.
- The critical path class is input pin to primary output.
- The final critical-path required period is 15,590 ps.
- The die outline height is 130 um.
- The top fanout value on the critical path is 68.
- The layout has 0 clock buffers.
- The count of yosys warnings during synthesis is 0.
- Summed over all nets, the half-perimeter wirelength after detailed placement is 24.2 mm.
- The first global-routing pass estimated 48.8 mm of wire.
- The number of placed instances, taps included reads 1,401.
- In the final report, the number of endpoints failing setup comes to 0.
- In this run the standard cell core region covers 16,000 um^2.
- The path category of the worst min-delay check is input pin to primary output.
- The number of global-route vias before repair reads 8,533.
- The routed wire length is 31.9 mm.
- The kind of capture point of the worst setup path reads a primary output.
- The number of vias after detailed routing reads 9,674.
- The main area contributors are sky130_fd_sc_hd__mux2i_1, sky130_fd_sc_hd__mux4_2, sky130_fd_sc_hd__mux2_2.
- The final cell utilization of the core is 63.5%.
- In the routed layout, each cell is associated on average with a via count of 6.91.
- The post-cts hold buffer count is 0.
- The post-synth area from yosys stat is 8230 um^2.
==> layout make-up <==
type / count / area share [%]
inverters: 21 / 0.776
well taps: 216 / 2.66
repair buffers: 224 / 21.4
multi-input cells: 940 / 75.2
==> routing by layer <==
| layer | vias up | GRT usage (%) |
|---|---|---|
| met2 | 698 | 54.1 |
| met5 | - | 0 |
| met4 | 0 | 11.1 |
| met3 | 98 | 12.1 |
| met1 | 4423 | 57.2 |
| li1 | 4455 | - |
==> cells in the mapped netlist (all sizes together), types with 5 or more instances <==
master / instances
nand2: 89
mux2i: 111
ha: 20
a22oi: 15
nor3: 43
nand3: 22
o211ai: 11
nand4: 5
nor2: 120
mux4: 63
mux2: 65
and2: 14
o22ai: 10
nor3b: 9
clkbuf: 61
a31oi: 24
a21o: 6
nand2b: 5
a21oi: 85
a211oi: 63
nor2b: 8
nor4: 17
o21ai: 36
inv: 20
o21ba: 5
a221oi: 17
buf: 53
fa: 5
==> cell usage in the layout, fill, tap and decap left out, drive strengths merged, types with 20 or more instances in the layout <==
cell type	synthesis	layout
ha	20	20
mux2i	111	111
nand3	22	22
mux4	63	63
nor3	43	43
a211oi	63	63
nand2	89	89
o21ai	36	36
nor2	120	120
mux2	65	65
a21oi	85	85
a31oi	24	24
buf	53	28
inv	20	20
clkdlybuf4s50	0	196
==> stage by stage <==
stage	worst slack [ps]	hold WS, ps	area, um^2	power (uW)
after floorplan	11790	9950	8230	438
after global placement	8960	10660	10200	694
after detailed placement	8880	10650	10200	692
after CTS	8870	10660	10200	694
after global routing	8340	10730	10200	765
final	8710	10640	10200	721
==> where the power goes <==
| part | total [uW] | leakage [uW] | internal, uW | switching [uW] |
|---|---|---|---|---|
| clock network | 0 | 0 | 0 | 0 |
| logic | 721 | 0.00373 | 290 | 431 |
| registers | 0 | 0 | 0 | 0 |
| total | 721 | 0.00373 | 290 | 431 |
==> worst paths after layout <==
path,startpoint,end,slack (ps),cells after the start
min,shift[0],v[16],10640,4
max,shift[1],c[9],8710,13
==> worst max-delay path, stage by stage <==
cell and delay [ps]:
sky130_fd_sc_hd__buf_2 80, sky130_fd_sc_hd__buf_4 610, sky130_fd_sc_hd__ha_2 630, sky130_fd_sc_hd__ha_1 350, sky130_fd_sc_hd__fa_2 580, sky130_fd_sc_hd__buf_4 510
sky130_fd_sc_hd__clkinv_1 710, sky130_fd_sc_hd__buf_4 460, sky130_fd_sc_hd__mux4_2 450, sky130_fd_sc_hd__nor3_1 570, sky130_fd_sc_hd__nand2_1 150, sky130_fd_sc_hd__a211oi_2 240
sky130_fd_sc_hd__clkdlybuf4s50_1 500
==> logic make-up (layout without fill, tap and decap cells) <==
| family | count (synthesis) | count (layout) | share of synthesized area (%) |
|---|---|---|---|
| fa+ha+maj | 25 | 25 | 4.26 |
| mux | 239 | 239 | 40.9 |
| xor+xnor | 5 | 5 | 0.532 |
| buf+inv | 135 | 245 | 7.82 |
| compound gates | 318 | 318 | 26.3 |
| simple gates | 353 | 353 | 20.2 |
Power is estimated from default activity; no workload was simulated.
